--- ./config.mk ---
export PLATFORM = sky130hd
export DESIGN_NAME = SUBWAY
export DESIGN_NICKNAME = SUBWAY
export VERILOG_FILES = /design/flow/design.v
export SDC_FILE = /design/flow/constraint.sdc
export NUM_CORES = 4
export LEC_CHECK = 1
export CORE_UTILIZATION = 50
--- ./constraint.sdc ---
current_design SUBWAY

set clk_period 14.1
set clk_io_pct 0.2

create_clock -name clk0 -period $clk_period [get_ports {clk}]

set non_clock_inputs [all_inputs -no_clocks]
set_input_delay [expr $clk_period * $clk_io_pct] -clock clk0 $non_clock_inputs
set_output_delay [expr $clk_period * $clk_io_pct] -clock clk0 [all_outputs]
--- ./design.v ---
module SUBWAY(
    clk,
    rst_n,
    in_valid,
    init,
    in0,
    in1,
    in2,
    in3,
    out_valid,
    out
);
input       clk, rst_n;
input       in_valid;
input [1:0] init;
input [1:0] in0, in1, in2, in3; 
output reg            out_valid;
output reg      [1:0] out; 
reg [1:0] current_state, next_state;
reg [5:0]col_count,in_count, out_count; 
reg [1:0]future_map[0:3][0:63];
reg [1:0] current_row;
reg  [1:0]out_mem[0:62];
reg [2:0] flag;
integer i,j,k;
parameter IDLE=2'b00;
parameter MOVE=2'b01;
parameter FORSEE=2'b10;
parameter OUT=2'b11;
always@(posedge clk or negedge rst_n) begin
    if (!rst_n) current_state <= IDLE;
    else current_state <= next_state;
end
always@(*) begin
        case(current_state)
                IDLE: begin
					if(in_count<5)
                        next_state=IDLE;
					else
						next_state=MOVE;
                end
				MOVE : begin
						if (col_count%8==4)
							next_state = FORSEE;
						else if (col_count==63)
							next_state = OUT;
						else
							next_state = MOVE;
				end
				FORSEE : begin
						next_state = MOVE;			
				end
				OUT : begin
					if (out_count==62)
						next_state = IDLE;
					else
						next_state = OUT;
				end
        endcase		
end
always @(posedge clk or negedge rst_n) begin
    if(!rst_n) begin
        col_count<=1;
		in_count <=0;
		out_count <=0;
		flag <=0;
		current_row <=0;
		for (i=0;i<64;i=i+1)begin
		  for(j=0;j<4;j=j+1) begin		
			future_map[j][i]<=0;
            end
		end
		for (k=0;k<63;k=k+1)begin		
			out_mem[j]<=0;
		end
		out_valid<=0;
		out <=0;
    end
    else begin
        case(current_state)
            IDLE : begin
				if (in_valid==1 && in_count==0)begin
					current_row <= init;
					future_map[0][in_count]<=in0;
					future_map[1][in_count]<=in1;
					future_map[2][in_count]<=in2;
					future_map[3][in_count]<=in3;
					in_count<=in_count+1;
				end
				else if (in_valid==1 && in_count!=0)begin
					future_map[0][in_count]<=in0;
					future_map[1][in_count]<=in1;
					future_map[2][in_count]<=in2;
					future_map[3][in_count]<=in3;
					in_count<=in_count+1;
				end
				else begin
					out_valid<=0;
					out <=0;
					current_row <=0;					
					col_count<=1;
					in_count <=0;
					out_count <=0;
					flag <=0;
				end		
			end
			MOVE : begin
				if (in_valid==1 )begin
					future_map[0][in_count]<=in0;
					future_map[1][in_count]<=in1;
					future_map[2][in_count]<=in2;
					future_map[3][in_count]<=in3;
					in_count<=in_count+1;
				end	
				else
					in_count<=0;
				if (flag == 3'd0 || flag == 3'd4) begin
					case (future_map[current_row][col_count])
						2'b00 : out_mem [col_count-1] <= 2'b00;						
						2'b01 : out_mem [col_count-1] <= 2'b11;		
						2'b10 : out_mem [col_count-1] <= 2'b00;
						default : out_mem [col_count-1] <= 0;
					endcase					
					flag <=0;	
					col_count<=col_count+1;
					current_row <= current_row;
				end
				else if( flag <=7  && flag >= 5)begin
					case (future_map[current_row-1][col_count])					
						2'b00 : begin
							flag <= flag-1;	
							col_count<=col_count+1;
							current_row <= current_row-1;
							out_mem [col_count-1] <= 2'b10;	
						end
						2'b01 : begin
							flag <= flag;
							col_count<=col_count+1;
							current_row <= current_row;
							if(future_map[current_row][col_count]==2'b01) out_mem [col_count-1] <= 2'b11;
							else out_mem [col_count-1] <= 2'b00;									
						end
						2'b10 : begin
							flag <= flag;
							col_count<=col_count+1;
							current_row <= current_row;
							if(future_map[current_row][col_count]==2'b01) out_mem [col_count-1] <= 2'b11;
							else out_mem [col_count-1] <= 2'b00;								
						end
						default : begin
							out_mem [col_count-1] <= 0;
							flag <= 0;
							current_row <= current_row;
						end
					endcase
				end	
				else if( flag >= 1 && flag <= 3'd3)begin
					case (future_map[current_row+1][col_count])					
						2'b00 : begin
							flag <= flag-1;	
							col_count<=col_count+1;
							current_row <= current_row+1;						
							out_mem [col_count-1] <= 2'b01;	
						end
						2'b01 : begin
							flag <= flag;
							col_count<=col_count+1;
							current_row <= current_row;
							if(future_map[current_row][col_count]==2'b01) out_mem [col_count-1] <= 2'b11;
							else out_mem [col_count-1] <= 2'b00;			
						end
						2'b10 : begin
							flag <= flag;
							col_count<=col_count+1;
							current_row <= current_row;
							if(future_map[current_row][col_count]==2'b01) out_mem [col_count-1] <= 2'b11;
							else out_mem [col_count-1] <= 2'b00;								
						end
						default : begin
							out_mem [col_count-1] <= 0;
							flag <= 0;
							current_row <= current_row;
						end
					endcase
				end
				else 
					flag <= 3'd0;
			end
			FORSEE : begin
				if (in_valid==1 )begin
					future_map[0][in_count]<=in0;
					future_map[1][in_count]<=in1;
					future_map[2][in_count]<=in2;
					future_map[3][in_count]<=in3;
					in_count<=in_count+1;
				end	
				else begin
					in_count<=0;
				end
				if (future_map[current_row][col_count+4]==2'b00)flag <= 3'd0;
				else if (future_map[current_row][col_count+4]!=2'b00)begin
					case(current_row)
						2'd0 : begin
							if (future_map[current_row+1][col_count+4]==2'b00) flag <= 3'd1;
							else if (future_map[current_row+2][col_count+4]==2'b00) flag <= 3'd2;
							else if (future_map[current_row+3][col_count+4]==2'b00)flag <= 3'd3;
							else flag<=flag;						
						end
						2'd1: begin
							if (future_map[current_row+1][col_count+4]==2'b00) flag <= 3'd1;
							else if (future_map[current_row+2][col_count+4]==2'b00) flag <= 3'd2;
							else if (future_map[current_row-1][col_count+4]==2'b00)flag <=  3'd5;
							else flag<=flag;
						end
						2'd2: begin
							if (future_map[current_row+1][col_count+4]==2'b00) flag <= 3'd1;
							else if (future_map[current_row-1][col_count+4]==2'b00)flag <= 3'd5;
							else if (future_map[current_row-2][col_count+4]==2'b00)flag <= 3'd6;
							else flag<=flag;
						end
						2'd3: begin
							if (future_map[current_row-1][col_count+4]==2'b00)flag <= 3'd5;
							else if (future_map[current_row-2][col_count+4]==2'b00)flag <= 3'd6;
							else if (future_map[current_row-3][col_count+4]==2'b00)flag <= 3'd7;
							else flag<=flag;
						end					
					endcase
				end
				else flag<=flag;
			end
			OUT : begin
				out_valid <=1;
				out <= out_mem [out_count];
				out_count<=out_count+1;
				current_row <=0;					
				col_count<=1;
				flag <= 0;
			end
		endcase
	end
end
endmodule
--- ./run.sh ---
#!/bin/bash
# OpenROAD 26Q1-2900-gdf79404cd8, Yosys 0.63+post, stock flow scripts
make -C /OpenROAD-flow-scripts/flow DESIGN_CONFIG=/design/flow/config.mk WORK_HOME=/design/flow/orfs finish
==> impl_metrics.py <==
# Auto-generated metrics
metrics = {
    "placement": {
        "gpl.final_weighted_congestion": 1.74,
        "dp.cells": 9175,
        "port_buffers": 15,
        "dpl.hpwl_mm": 487,
    },
    "die": {
        "design.portCount": 16,
        "rows": 128,
        "die-width_um": 354,
        "die_y_um": 354,
        "fp_util_pct": 50.6,
    },
    "synth": {
        "synth_cells": 7617,
        "synth_stat.cells": 7617,
        "biggest_area_consumer_among_synthesized_cells": "dfrtp_1",
        "ys.flop_type": "dfrtp_1",
        "synthTopCellsByArea": "dfrtp_1, mux2_2, a22oi_1, edfxtp_1, nand2_1",
        "synth_area_per_cell_um2": 8.12,
        "sequential_element_share_of_the_synthesized_area_pct": 28.0,
        "yosys-stat-area_mm2": 0.0618,
        "async_flop_share_pct": 81.4,
        "post_synth_instance_area_mm2": 0.0618,
        "yosysWarningCount": 3,
        "synth.top_cell.area_share_pct": 21.9,
        "synth.distinct_cells": 104,
        "number_of_enable_type_register_cells_in_the_synthesized_netlist": 124,
        "synth.ff_latch_count": 668,
    },
    "global_route": {
        "grt_first_pass_wirelength_mm": 984,
        "first_global_vias": 100025,
        "grtUsageTotal_pct": 120,
        "globalRouteOverflowTotal": 22565,
        "grt_max_degree": 150,
    },
    "clock_network": {
        "clock-root-buffer": "clkbuf_16",
        "post-cts-setup-buffer-count": 0,
        "htree_levels": 3,
        "cts_made_buffers": 69,
        "ctsResizeCount": 0,
        "clk_path_buf_depth": 3,
        "number_of_hold_buffers_added_after_cts": 0,
        "cts_sinks": 668,
    },
    "outcome": {
        "first-error": "[ERROR GRT-0116] Global routing finished with congestion. Check the congestion regions in the DRC Viewer.",
        "stop_stage": "5_1_grt",
        "outcome": "stopped before the end",
    },
}
## metrics by stage
stage | area [um2] | setup WS, ns | hold WS (ns)
floorplan | 61800 | 8.21 | 0.426
global placement | 67200 | 5.96 | 0.472
detailed placement | 67200 | 5.84 | 0.502
CTS | 69500 | 5.71 | 0.537
## synthesized netlist by cell type (all sizes together) (137+ instances only)
cell    instances
a22oi         558
nor2          464
mux2          531
o21ai         315
buf           418
nor3          168
o22ai         147
nand4         180
nand3         394
a31oi         137
clkbuf        577
a221oi        138
dfrtp         542
nand2         656
a21oi         445
a32oi         233
## layer usage
metal	overflow	GRT usage [%]
met1	3906	112
met5	397	104
met3	2829	109
met4	2789	107
met2	12644	144
## kinds of logic after synthesis
| kind of cell | count (synthesis) | synth area share, % |
|---|---|---|
| AOI/OAI and AO/OA | 2866 | 34.0 |
| and+or+nand+nor | 2407 | 19.4 |
| adders and majority gates | 30 | 0.607 |
| muxes | 587 | 10.6 |
| DFF | 668 | 28.0 |
| xor gates and xnor gates | 21 | 0.356 |
| buffers and inverters | 1038 | 7.05 |
