$ cat flow/run.sh
#!/bin/bash
# OpenROAD 26Q1-2900-gdf79404cd8, Yosys 0.63+post, stock flow scripts
make -C /OpenROAD-flow-scripts/flow DESIGN_CONFIG=/design/flow/config.mk WORK_HOME=/design/flow/orfs finish
$ cat flow/config.mk
export PLATFORM = sky130hd
export DESIGN_NAME = QUEEN
export DESIGN_NICKNAME = QUEEN
export VERILOG_FILES = /design/flow/design.v
export SDC_FILE = /design/flow/constraint.sdc
export NUM_CORES = 4
export LEC_CHECK = 1
export CORE_UTILIZATION = 40
$ cat flow/constraint.sdc
current_design QUEEN

set clk_period 8.1
set clk_io_pct 0.2

create_clock -name clk0 -period $clk_period [get_ports {clk}]

set non_clock_inputs [all_inputs -no_clocks]
set_input_delay [expr $clk_period * $clk_io_pct] -clock clk0 $non_clock_inputs
set_output_delay [expr $clk_period * $clk_io_pct] -clock clk0 [all_outputs]
$ cat flow/design.v
module QUEEN(
    clk,
    rst_n,
    in_valid,
    col,
    row,
    in_valid_num,
    in_num,
    out_valid,
    out
    );
input               clk, rst_n, in_valid,in_valid_num;
input       [3:0]   col,row;
input       [2:0]   in_num;
output reg          out_valid;
output reg  [3:0]   out;
reg [2:0] current_state, next_state;
reg a,b,in_flag;
reg [3:0] mem_row [11:0] ;
reg [3:0] mem_col [11:0] ;
reg [3:0] mem_out [11:0] ;
reg [3:0] w_num,count,col_num,row_num,out_num,q,order,counter_2;
parameter IDLE=3'b000;
parameter Q_PLACE=3'b001;
parameter CHECK=3'b010;
parameter BACK=3'b011;
parameter OUT=3'b100;
integer i,j;
always@(posedge clk or negedge rst_n) begin
    if (!rst_n) current_state <= IDLE;
    else current_state <= next_state;
end
always@(*) begin
        case(current_state)
                IDLE:
                begin
                        if (count<w_num-1 || in_valid==1)
                                next_state=IDLE;
                        else
                                next_state=Q_PLACE;
                end
				Q_PLACE:
				begin
					if(row_num==12) begin
						next_state=BACK;
					end
					else
						next_state=CHECK;
				end
				CHECK :
				begin
				if(col_num==12)begin
					next_state=OUT;
				end
				else
					next_state=Q_PLACE;
				end
				BACK : 
				begin
						next_state=Q_PLACE;
				end
                OUT:
                begin
                        if(order != 4'd11)
                                next_state = OUT;
                        else
                                next_state = IDLE;
                end
                default:
                        next_state = IDLE;
        endcase
end
always @(posedge clk or negedge rst_n) begin
    if(!rst_n) begin
        w_num<=0;
		count <= 0;
        col_num<=0;
        row_num<=0;
		a<=0;
		order<=0;
		for (j=0;j<12;j=j+1)begin		
			mem_row [j]<=0;
			mem_col [j]<=0;
			mem_out[j]<=0;
		end
		out_valid<=0;
		out <=0;
		q<=0;
		b<=0;
    end
    else begin
        case(current_state)
            IDLE : begin
                if(in_valid==1 || (in_valid_num==1)) begin      
					if (in_valid_num==1) begin
					w_num<=in_num;
					mem_row[count]<=row;
                    mem_col[count]<=col;
					mem_out[col]<=row;
                    count<=count+1;
					out_valid<=0;
					out<=0;
					a<=0;
					b<=0;
					end
					else begin
						mem_row[count]<=row;
						mem_col[count]<=col;
						mem_out[col]<=row;
						count<=count+1;
						out_valid<=0;
						out<=0;
						a<=0;
						b<=0;
					end
				end
                else begin
					w_num<=w_num;
					count <= count;
					col_num<=0;
					row_num<=0;
					a<=0;
					order<=0;
					out_valid<=0;
					out <=0;
					q<=0;
					b<=0;
				end
            end
            Q_PLACE : begin
					in_flag <=0;
					q<=w_num-1;
					for(i=0;i<12;i=i+1) begin
					if (i<w_num)begin
						if(row_num-mem_row[i]!=0 && col_num-mem_col[i]!=0)begin
							if((row_num>mem_row[i]) && (col_num>mem_col[i]))begin
								if(row_num-mem_row[i]==col_num-mem_col[i])
									a<=1;
								else
									counter_2<=0;
							end
							else if((row_num<mem_row[i]) && (col_num>mem_col[i]) )begin
								if(mem_row[i]-row_num==col_num-mem_col[i])
									a<=1;
								else
									counter_2<=0;
							end
							else if((row_num<mem_row[i]) && (col_num<mem_col[i]))begin	
								if(mem_row[i]-row_num==mem_col[i]-col_num)
									a<=1;
								else
									counter_2<=0;
							end								
							else if((row_num>mem_row[i]) && (col_num<mem_col[i]) )begin
								if(row_num-mem_row[i]==mem_col[i]-col_num)
									a<=1;
								else
									counter_2<=0;
							end							
							else begin
								counter_2<=0;
							end
						end
						else if(col_num-mem_col[i]==0)
							b<=1;
						else begin
							if(row_num-mem_row[i]==0)begin
								a<=1;
							end
							else begin
								counter_2<=0;
							end
						end
					end
					else begin
						counter_2<=0;
					end
				end
			end
			CHECK :
			begin
				if(a==0  && b==0) begin
					mem_row[w_num]<=row_num;
					mem_col[w_num]<=col_num;
					mem_out[col_num]<=row_num;
					w_num<=w_num+1;
					row_num<=0;
					col_num<=col_num+1;
					a<=0;
					b<=0;
				end
				else if(b==1)begin
					row_num<=0;
					col_num<=col_num+1;	
					b<=0;
					a<=0;
				end
				else begin
					row_num<=row_num+1;
					a<=0;
					b<=0;
				end
            end
			BACK :
			begin
				w_num<=w_num-1;
                row_num <= mem_row[q]+1;
                col_num <= mem_col[q];
				a<=0;
				b<=0;				
			end				
            OUT : begin
				w_num<=0;
				count <= 0;
				out_valid<=1;
				out<=mem_out[order];
				order<=order+1;
            end
            default: begin
				out_valid<=0;
				out <=0;
			end
            endcase
       end
end
endmodule
==> results.txt <==
Figures from the implementation reports.

- The run finished with clean final reports.
- The max-cap check violation count is 0.
- The script logs the mean routed wire length per placed instance as 21.74 µm.
- The post-layout period usage of the worst path is 60.09%.
- The type of origin of the critical path is a register.
- The count of input and output buffers reads 19.
- The number of instances resized during post-cts repair is 0.
- The post-synthesis cell count from yosys reads 2,210.
- The highest fanout seen on the critical path reads 28.
- The cell count of the worst hold path is 2.
- The number of antenna diodes is 0.
- The wire length of the first global-routing pass is 94,610 µm.
- The horizontal die size is 217.2 µm.
- The average size of a mapped cell reads 8.384 µm².
- The met1 track utilization from global routing is 40.19%.
- The number of library cell types mapped by synthesis is 94.
- The longest clock path from root to sink contains 2 buffers.
- After routing, the total negative slack on setup checks comes to 0 ns.
- The number of remaining DRC errors is 0.
- The final setup violation count reads 0.
- The minimum period implied by the final worst setup slack is 4.867 ns.
- Hold analysis lists the worst path endpoint as mem_out[0][3].
- The share of the synthesized area in the top cell type reads 24.18%.
- The TritonCTS clock tree reads built.
- The number of setup buffers added after CTS reads 0.
- The maximum number of pins on one net before global-route repair is 86.
- The total track usage is 27.12%.
- The sort of element at the end of the critical path reads a register.
- The number of synthesized register bits reads 180.
- The chip occupies 47,180 µm².
- The biggest area contributor in the post-synthesis netlist is sky130_fd_sc_hd__dfrtp_1.
- The yosys synthesis chip area reads 18,530 µm².
- The number of standard cells after synthesis reads 2,210.
- Per the run report, area growth between synthesis and finish was 7.631%.
- The cell sequence reported for the critical path is buf_4 > inv_2 > buf_4 > ha_1 > nand2b_1 > a21boi_0 > or4_1 > a211oi_1 > or2_2 > a31oi_1 > a211oi_1 > o2111a_1 > a21oi_1.
- The required time reported for the critical path endpoint reads 8.43 ns.
- Sorting the synthesis cell report by count puts at the top sky130_fd_sc_hd__nand2_1.
- The detailed placer's ending HPWL reads 45,490 µm.
- The worst-skew pair later-pin latency is 0.46 ns.
- The peak clock frequency supported by timing is 205.5 MHz.
- The final weighted congestion of routability-driven global placement is 1.027.
- The commonest cells after synthesis are sky130_fd_sc_hd__nand2_1, sky130_fd_sc_hd__o21ai_0, sky130_fd_sc_hd__ha_1.
- In this run the tools logged warnings totalling 114.
- Looking at the reg2reg group, the worst path starts from col_num[1].
- The number of flops mapped to enable cells by yosys reads 0.
- The CTS buffer count is 17.
- The initial antenna violation count reads 0.
- The OpenROAD report gives the critical path a data arrival time of 5.20 ns.
- The number of sinks handled by clock tree synthesis is 180.
- The average vias per placed instance reads 5.864.
- The routing usage on met3 is 6.096%.
- The endpoint of the most critical register-to-register path reads a.
- The global route total overflow is 0.
- The category of the critical setup timing path reads register to register.
- The routing usage on met2 reads 40.38%.
- In this run, the number of DRC markers left after iteration 0 of detailed routing was 1,411.
- The number of optimization iterations in the first detailed-route pass reads 7.
- Across all layers, the routed design uses 16,440 vias.
- Together, buffers and inverters on the worst path number 3.
- The remaining max-slew budget at the tightest pin is 29.96%.
- The final wirelength reads 60,940 µm.
- The detail route stage leaves a number of antenna-violating nets equal to 0.
- The number of global-route vias before repair reads 15,710.
- The transition at the pin with the smallest max-transition slack is 1.044 ns.
- In the CTS report, the clock slew at the register clock pins of the worst setup and hold paths is listed as 0.08 ns.
- Cells with a size suffix above 1 make up 5.583% of the layout.
- The clock root buffer reads sky130_fd_sc_hd__clkbuf_16.
- The main flop type after synthesis is sky130_fd_sc_hd__dfrtp_1.
- The fill cell total of the finished layout reads 4,343.
- The total area inside the core boundary comes to 45,580 µm².
- The final timing report lists a hold violation count of 0.
- The final worst clock skew reads 0.01108 ns.
- The final max-slew violation count recorded for this run is 0.
- The post-synthesis async set-or-reset flop share reads 100.0%.
- The number of cells on the worst reg-to-reg path is 13.
- Setup repair after global routing left no endpoint under its margin.
- The mapped cell area reads 18,530 µm².
- The kind of path behind the tightest hold check reads register to register.
- In the post-synthesis netlist, the biggest area contributors are sky130_fd_sc_hd__dfrtp_1, sky130_fd_sc_hd__ha_1, sky130_fd_sc_hd__o21ai_0.
- The report puts the hold buffer count at CTS at 0.
- Yosys printed 4 warnings.
- The number of levels the H-tree was split into is 4.
- The number of primary I/O pins reads 20.
- The register share after synthesis reads 24.32%.
- The highest-delay cell along the critical path reads sky130_fd_sc_hd__a211oi_1.
- The delay contributed by the slowest stage of the critical path reads 0.88 ns.
- The layer with the highest usage after global routing reads met2.
- The die span in y reads 217.2 µm.
- The number of standard-cell rows in the floorplan is 78.
- The effective utilization at floorplan reads 40.65%.
- In this run the most critical hold path is launched from mem_out[0][3].
- The family with the most delay on the worst path is AND-OR/OR-AND gates.
- The worst-case reg-to-reg setup slack stands at 3.23 ns.
-- per-layer routing --
layer	routed length (µm)	up-vias
met2	26720	605
met3	4621	112
met5	59	-
met1	27250	7867
met4	2292	2
li1	-	7851
-- tightest hold or removal path, stage by stage, from the launching register on --
cell	delay, ns
sky130_fd_sc_hd__dfrtp_1	0.34
sky130_fd_sc_hd__nand2_1	0.04
sky130_fd_sc_hd__o21ai_0	0.06
-- through the flow --
| step | area, µm² | std cells | setup slack [ns] | hold WS, ns | utilization [%] |
|---|---|---|---|---|---|
| 6_report | 19940 | 2803 | 3.233 | 0.4799 | 43.75 |
| 5_1_grt | 19940 | 2803 | 3.068 | 0.5094 | 43.75 |
| 4_1_cts | 19940 | 2803 | 3.262 | 0.4811 | 43.75 |
| 3_5_place_dp | 19360 | 2771 | 3.285 | 0.4632 | 42.49 |
| 3_3_place_gp | 19360 | 2771 | 3.287 | 0.4582 | 42.49 |
| 2_1_floorplan | 18530 | 2210 | 3.683 | 0.4226 | - |
-- layout by cell type (no fill, tap or decap), types with 13 or more instances in the layout --
cell type,synthesis,layout
sky130_fd_sc_hd__nand2b_1,31,31
sky130_fd_sc_hd__a21oi_1,144,144
sky130_fd_sc_hd__nor3_1,33,33
sky130_fd_sc_hd__nand2_1,245,245
sky130_fd_sc_hd__nor2_1,152,152
sky130_fd_sc_hd__o22ai_1,14,14
sky130_fd_sc_hd__nor3b_1,13,13
sky130_fd_sc_hd__clkbuf_16,0,17
sky130_fd_sc_hd__ha_1,196,196
sky130_fd_sc_hd__dfrtp_1,179,176
sky130_fd_sc_hd__o21a_1,15,15
sky130_fd_sc_hd__a222oi_1,16,16
sky130_fd_sc_hd__buf_4,6,38
sky130_fd_sc_hd__nor2b_1,38,38
sky130_fd_sc_hd__a221o_1,25,25
sky130_fd_sc_hd__xor2_1,108,108
sky130_fd_sc_hd__a22oi_1,33,33
sky130_fd_sc_hd__fa_1,48,48
sky130_fd_sc_hd__nor4_1,13,13
sky130_fd_sc_hd__inv_1,144,142
sky130_fd_sc_hd__a211oi_1,19,19
sky130_fd_sc_hd__xnor2_1,104,104
sky130_fd_sc_hd__mux2i_1,25,25
sky130_fd_sc_hd__nand4_1,15,15
sky130_fd_sc_hd__nand3_1,38,38
sky130_fd_sc_hd__o211ai_1,21,21
sky130_fd_sc_hd__clkdlybuf4s50_1,0,18
sky130_fd_sc_hd__o21ai_0,208,208
sky130_fd_sc_hd__a221oi_1,13,13
-- flip-flops by register name, summed over array words and instances (netlist names), 5 cells and up --
register	flops
mem_out	48
mem_col	48
current_state	5
mem_row	48
-- how the worst max path moves through the flow --
stage	start	to	slack (ns)	cells past startpoint
after CTS	col_num[1]	a	3.26	13
final	col_num[1]	a	3.23	13
after global routing	col_num[1]	a	3.07	13
-- kinds of logic after synthesis --
kind of cell	share of synthesized area (%)
AOI/OAI and AO/OA	22.36
xor gates and xnor gates	10.89
muxes	2.141
and+or+nand+nor	16.81
buffers and inverters	5.058
DFF	24.32
adders and majority gates	18.42
-- cell type report --
cell class | instances | area, µm² | share of cell area (%)
clock buffer | 18 | 439.2 | 2.202
clock inverter | 14 | 137.6 | 0.6902
inverter | 144 | 540.5 | 2.711
multi-input combinational | 1790 | 13090 | 65.62
sequential | 180 | 4509 | 22.61
tap | 600 | 750.7 | 3.765
timing repair buffer | 57 | 479.2 | 2.403
